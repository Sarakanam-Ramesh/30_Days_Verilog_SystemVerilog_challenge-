--- flow/design.v ---
`timescale 1ns / 1ps
module ram_8x8 (
    input wire clk,
    input wire reset,
    input wire write_en,
    input wire [2:0] addr,
    input wire [7:0] data_in,
    output reg [7:0] data_out
);
    reg [7:0] mem [0:7];
    integer i;
    always @(posedge clk or posedge reset) begin
        if (reset) begin
            for (i = 0; i < 8; i = i + 1) begin
                mem[i] <= 8'h00;
            end
            data_out <= 8'h00;
        end else begin
            data_out <= mem[addr];
            if (write_en) begin
                mem[addr] <= data_in;
            end
        end
    end
endmodule
--- flow/run.sh ---
#!/bin/bash
# OpenROAD 26Q1-2900-gdf79404cd8, Yosys 0.63+post, stock flow scripts
make -C /OpenROAD-flow-scripts/flow DESIGN_CONFIG=/design/flow/config.mk WORK_HOME=/design/flow/orfs finish
--- flow/config.mk ---
export PLATFORM = sky130hd
export DESIGN_NAME = ram_8x8
export DESIGN_NICKNAME = ram_8x8
export VERILOG_FILES = /design/flow/design.v
export SDC_FILE = /design/flow/constraint.sdc
export NUM_CORES = 4
export LEC_CHECK = 1
export CORE_UTILIZATION = 40
--- flow/constraint.sdc ---
current_design ram_8x8

set clk_period 1.4
set clk_io_pct 0.2

create_clock -name clk0 -period $clk_period [get_ports {clk}]

set non_clock_inputs [all_inputs -no_clocks]
set_input_delay [expr $clk_period * $clk_io_pct] -clock clk0 $non_clock_inputs
set_output_delay [expr $clk_period * $clk_io_pct] -clock clk0 [all_outputs]
==> impl_metrics.env <==
# implementation run metrics
export IMPL_outcome="completed"
export IMPL_h_tree_depth=3
export IMPL_dp_slack_ps=-690
export IMPL_first_pass_iters=4
export IMPL_power_density_nw_per_um2=1300
export IMPL_synthTopCellsByArea="dfrtp_1, mux2_2, mux2_4"
export IMPL_lay_top_count="dfrtp_1"
export IMPL_grt_pass1_vias=2063
export IMPL_vdd_drop_max_uv=788
export IMPL_fin_util=0.528
export IMPL_crit_path_end_kind="flop"
export IMPL_hold_class="input port to async pin"
export IMPL_drtAntennaViolNets=0
export IMPL_rsz0062_at_grt="false"
export IMPL_io_pins=22
export IMPL_max_slew_worst_pin_slew_ps=380
export IMPL_synth_distinct_cells=34
export IMPL_place_area_um2=3860
export IMPL_first_iter_violations=77
export IMPL_routedWlPerCell_um=17.3
export IMPL_dieHeight_um=92.9
export IMPL_max_slew_margin_rel=0.747
export IMPL_cts_sinks=72
export IMPL_lay_top_cells="dfrtp_1, mux2_2, buf_4"
export IMPL_grt_antenna_before_repair=0
export IMPL_yosysChipArea_um2=3310
export IMPL_dieArea_um2=8630
export IMPL_fin_skew_ps=6.85
export IMPL_switchingPower_w=0.00131
export IMPL_core_um2=7850
export IMPL_cts_buffers=9
export IMPL_critPathKind="input port to flop"
export IMPL_rows=32
export IMPL_cts_tree="built"
export IMPL_drive_above_1_share=0.467
export IMPL_yosys_stat_seqShare=0.545
export IMPL_cp_arrival_ps=1600
export IMPL_min_period_ps=1370
export IMPL_critPathMaxFanout=8
export IMPL_antenna_diode_count=0
export IMPL_p_sw_frac=0.244
export IMPL_overflow=0
export IMPL_finalClockPeriodUsage=0.982
export IMPL_netlist_area_um2=3310
export IMPL_clock_power_share=0.288
export IMPL_routed_wl_mm=6.79
export IMPL_area_delta_synth_final_pct=25.4
export IMPL_hold_viol=0
export IMPL_start_kind="input port"
export IMPL_grt_start_max_net_pins=73
export IMPL_yosysTopAreaCell="dfrtp_1"
export IMPL_synth_area_per_cell_um2=14.6
export IMPL_yosys_cells=226
export IMPL_hold_ws_ps=386
export IMPL_tool_warnings=25
export IMPL_path_cells="clkdlybuf4s15_2, buf_4, or2_4, nor2_8, mux2_2"
export IMPL_leakage_nw=1.94
export IMPL_viasPerCell=5.17
export IMPL_crit_slowest_cell="mux2_2"
export IMPL_final_cell_area_um2=4150
export IMPL_place_gp_congestion=0.792
export IMPL_r2r_slack_ps=300
export IMPL_cts_buffer_depth=2
export IMPL_syn_instance_count=226
export IMPL_max_cap_violations=0
export IMPL_die_width_um=92.9
export IMPL_cp_required_ps=1630
export IMPL_drv_slew=0
export IMPL_grt_pass1_wl_mm=11.2
export IMPL_grt_use_total=0.178
export IMPL_critPathMaxStageDelay_ps=360
export IMPL_drc=0
export IMPL_yosysWarnings=2
export IMPL_internal_power_w=0.00407
export IMPL_fmax_mhz=728
export IMPL_combPwrFrac=0.201
export IMPL_cts_root_buf="clkbuf_8"
export IMPL_port_buffers=21
export IMPL_clk_latency_ps=340
export IMPL_synth_top_cell_area_share=0.545
export IMPL_clk_pin_slew_ps=70
export IMPL_fin_ws_ps=25.8
export IMPL_cts_hold_buffers=0
export IMPL_hpwl_mm=4.48
export IMPL_initCoreUtil=0.421
export IMPL_final_setup_viol_count=0
export IMPL_pwr_share_seq=0.511
export IMPL_via_count=2030
export IMPL_ys_flops=72
==> worst paths after layout <==
| kind | from | to | cells after the start |
|---|---|---|---|
| min in group clk0 | mem[3][3] | mem[3][3] | 1 |
| setup reg to reg | mem[7][3] | data_out[3] | 3 |
| hold / removal | reset | mem[6][7] | 3 |
| max in group asynchronous | reset | mem[3][4] | 3 |
| setup / recovery | addr[2] | mem[2][5] | 5 |
| hold reg to reg | mem[3][3] | mem[3][3] | 1 |
==> power by group through the flow <==
stage                 clock network [W]  logic [W]  registers, W
final                           0.00155    0.00108       0.00275
after global routing            0.00168    0.00119       0.00281
after CTS                       0.00160    0.00110       0.00276
==> repair_timing <==
action | in CTS | in global routing
pin swaps | 4 | 0
endpoints found under the setup margin | 80 | 1
cloned | 0 | 0
setup buffers | 6 | 0
resized | 28 | 2
==> cells in the mapped netlist <==
| cell | number |
|---|---|
| dfrtp_1 | 72 |
| mux2_2 | 48 |
| mux2_4 | 16 |
| mux2i_1 | 16 |
| o22ai_1 | 7 |
| nand2_1 | 6 |
| buf_2 | 5 |
| inv_1 | 5 |
| buf_6 | 4 |
| o22a_1 | 4 |
| a211oi_1 | 3 |
| nor2_1 | 3 |
| nor2b_1 | 3 |
| nor3b_1 | 3 |
| a21oi_1 | 2 |
| a221o_1 | 2 |
| a22o_1 | 2 |
| buf_4 | 2 |
| mux4_2 | 2 |
| nand2b_1 | 2 |
| nor2_2 | 2 |
| nor2_8 | 2 |
| o32a_1 | 2 |
| o32ai_1 | 2 |
| or2_1 | 2 |
| and2b_1 | 1 |
| and3b_1 | 1 |
| clkbuf_1 | 1 |
| nand2_2 | 1 |
| nand2b_4 | 1 |
| nand3_2 | 1 |
| nand4_2 | 1 |
| or2_2 | 1 |
| or3_1 | 1 |
==> metrics by stage <==
stage | cells | power [W] | TNS [ps]
floorplan | 226 | 0.00349 | 0
global placement | 372 | 0.00386 | -39730
detailed placement | 372 | 0.00387 | -40710
CTS | 393 | 0.00545 | 0
global route | 393 | 0.00568 | 0
finish | 393 | 0.00539 | 0
==> routing by layer <==
layer,GRT usage,part of all wire,vias to the layer above
met3,0.0309,0.029,11
met2,0.273,0.46,27
li1,-,-,948
met5,0,0,-
met1,0.287,0.49,1044
met4,0.0192,0.015,0
==> final cells by class <==
cell class                      count  area (um2)
Clock buffer                       13         179
Multi-Input combinational cell    137        1450
Fill cell                         671        3700
Inverter                            5        22.5
Sequential cell                    72        1800
Clock inverter                      2        12.5
Tap cell                          102         128
Timing Repair Buffer               62         558
==> logic make-up after synthesis <==
family | after synthesis | synth area share
flops | 72 | 0.545
compound gates | 24 | 0.0564
buf+inv | 17 | 0.0325
mux | 82 | 0.298
simple gates | 31 | 0.0678
==> worst max-delay path, delay by kind of cell <==
| kind | cells | cell delay (ps) |
|---|---|---|
| multiplexers | 1 | 360 |
| AND/OR/NAND/NOR | 2 | 540 |
| buffers and inverters | 2 | 420 |
==> state kept, by name (all words and copies together) (netlist names) <==
| name | count |
|---|---|
| data_out | 8 |
| mem | 64 |
No activity file was given, so power comes from the tool's default toggle rates.
