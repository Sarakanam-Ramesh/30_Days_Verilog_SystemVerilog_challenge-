==> ./run.sh <==
#!/bin/bash
# OpenROAD 26Q1-2900-gdf79404cd8, Yosys 0.63+post, stock flow scripts
make -C /OpenROAD-flow-scripts/flow DESIGN_CONFIG=/design/flow/config.mk WORK_HOME=/design/flow/orfs finish
==> ./config.mk <==
export PLATFORM = sky130hd
export DESIGN_NAME = dual_port_ram
export DESIGN_NICKNAME = dual_port_ram
export VERILOG_FILES = /design/flow/design.v
export SDC_FILE = /design/flow/constraint.sdc
export NUM_CORES = 4
export LEC_CHECK = 1
export CORE_UTILIZATION = 30
==> ./constraint.sdc <==
current_design dual_port_ram

set clk_period 4.3
set clk_io_pct 0.2

create_clock -name clk0 -period $clk_period [get_ports {clk}]

set non_clock_inputs [all_inputs -no_clocks]
set_input_delay [expr $clk_period * $clk_io_pct] -clock clk0 $non_clock_inputs
set_output_delay [expr $clk_period * $clk_io_pct] -clock clk0 [all_outputs]
==> ./design.v <==
`timescale 1ns / 1ps
module dual_port_ram #(
    parameter DATA_WIDTH = 8,
    parameter ADDR_WIDTH = 4
)(
    input wire clk,
    input wire we_a,
    input wire [ADDR_WIDTH-1:0] addr_a,
    input wire [DATA_WIDTH-1:0] din_a,
    output reg [DATA_WIDTH-1:0] dout_a,
    input wire we_b,
    input wire [ADDR_WIDTH-1:0] addr_b,
    input wire [DATA_WIDTH-1:0] din_b,
    output reg [DATA_WIDTH-1:0] dout_b
);
    reg [DATA_WIDTH-1:0] memory [(1 << ADDR_WIDTH)-1:0];
    always @(posedge clk) begin
        if (we_a) begin
            memory[addr_a] <= din_a;
        end
        dout_a <= memory[addr_a];
    end
    always @(posedge clk) begin
        if (we_b) begin
            memory[addr_b] <= din_b;
        end
        dout_b <= memory[addr_b];
    end
endmodule
==> deck_impl_summary.md <==
Flow Results at a Glance

Worst setup path
  • R2R cell count: 3
  • Crit. End Element: flop
  • Critical-path cell list: clkdlybuf4s50_1 -> nor3b_2 -> nor2b_1 -> buf_4 -> mux2_2
  • R2R Path Start: memory[11][7]$_DFFE_PP_
  • CP Class: in -> reg
  • Crit path DAT: 2.82 ns
  • Crit-path slowest cell: clkdlybuf4s50_1
  • R2R Setup Slk: between 2 and 3 ns
  • Critical Path RT: between 4 and 5 ns
  • Terminus of the critical flop-to-flop path: dout_b[7]$_DFF_P_
  • Critical Path Source Type: input port
  • Crit Path Max Fanout: 5
  • Critical Path Max Stage Delay: 0.65 ns

Place
  • PortBufs: between 40 and 50
  • GP Congestion: between 0.8 and 0.9
  • Detail Placement HPWL: 15100 um

Clocking
  • Clock latency (worst-skew pair): 0.42 ns
  • # resized after CTS: 0
  • Reg clk slew, reported paths: roughly 0.06 ns
  • Clock sinks: ~140
  • Root Driver: clkbuf_16
  • Post-CTS Setup Bufs: 0
  • H-tree level count: 4
  • Num CTS Buffers: 17
  • Cts hold-fix bufs: 0
  • Longest Clk Path Bufs: 2
  • CTS tree: built

Global routing
  • GR peak layer: met2
  • Largest net degree at the start of global routing: 36
  • GRT met2 Usage: 0.270
  • Vias in the first global route: about 5400
  • All-Layer GR Usage: 0.191
  • Met3 GRT Util: 0.141
  • Met1 usage: 0.251
  • Remaining global-route overflow: 0
  • Initial antenna violation count: 0
  • First-pass GRT wire length: 34600 um

STA
  • Worst slew pin tran: ~0.96 ns
  • RSZ-0062 raised after global routing: false
  • Final worst path period share: 0.615
  • Final hold vios: 0
  • Final slew viol count: 0
  • Clk_skew: ~0.0079 ns
  • Slew headroom: 0.359
  • Min cycle time layout: 2.64 ns
  • Setup_tns: 0 ns
  • Setup violators final: 0
  • Highest Clock Rate: about 0.38 GHz

Detailed routing
  • TritonRoute pass-1 iters: 5
  • Diode count: 0
  • Drt total wl: between 20000 and 25000 um
  • Drt wl/cell: ~27 um
  • Residual DRC: 0
  • Vias per inst: 5.67
  • Starting DRT DRC Count: approximately 380
  • Via count: ~5000
  • Antenna-violating nets left: 0

Floorplanning
  • Standard-cell rows: around 59
  • I/O pin total: roughly 43
  • Die Ht: approximately 160 um
  • Die ar.: approximately 27000 um2
  • Initial core utilization: 0.306
  • Core area: approximately 26000 um2
  • Die W: around 160 um

Synth
  • Yosys stat area: just under 8000 um2
  • Post-Syn Area: just under 8000 um2
  • Cell count after synthesis: 488
  • Yosys warning tally: 1
  • Yosys Instances: about 500
  • Register share after synthesis: 0.524
  • Post-Syn Area per Cell: 16.3 um2
  • Netlist cell types: 29
  • Post-synth regs: roughly 140

Flow run
  • Tool warnings: 25
  • MaxCap Viol Count: 0

Layout
  • Area growth from synthesis to layout: 17.9%
  • # fillers: around 2400
  • Share of post-route cells with drive strength above 1: 0.489

Worst hold path
  • Hold Crit Class: reg -> reg
  • Hold Startpoint: memory[7][4]$_DFFE_PP_
  • Worst Hold Path Cells: 3
  • Hold path endpoint: dout_a[4]$_DFF_P_

Power and ir drop
  • PwrDens: 393 nW/um2
  • Total power: between 3 and 4 mW
  • Leakage: just over 3 nW
  • Max VDD drop: 264 uV

Run status
  • Status: complete, no violations
==> synthesized netlist by cell type <==
| master | instances | area [um2] |
|---|---|---|
| nor2b_1 | 5 | 31.3 |
| nor2_4 | 2 | 22.5 |
| nand3b_4 | 2 | 40.0 |
| buf_4 | 3 | 22.5 |
| or3b_2 | 1 | 8.76 |
| nor2_2 | 7 | 43.8 |
| buf_1 | 3 | 11.3 |
| or3_1 | 2 | 12.5 |
| buf_2 | 16 | 80.1 |
| and2_1 | 2 | 12.5 |
| o21bai_1 | 1 | 7.51 |
| nand2b_1 | 7 | 43.8 |
| clkbuf_1 | 25 | 93.8 |
| mux2_1 | 2 | 22.5 |
| mux4_2 | 64 | 1440 |
| dfxtp_1 | 16 | 320 |
| a22oi_1 | 32 | 240 |
| nor2_1 | 3 | 11.3 |
| nor3b_2 | 1 | 12.5 |
| o21ai_0 | 6 | 30.0 |
| o22ai_1 | 9 | 56.3 |
| buf_6 | 1 | 11.3 |
| nand3_2 | 1 | 10.0 |
| edfxtp_1 | 128 | 3840 |
| mux2_2 | 126 | 1420 |
| nand3b_1 | 2 | 15.0 |
| or2_2 | 1 | 6.26 |
| nand3_1 | 1 | 5.00 |
| nand2_1 | 19 | 71.3 |
==> registers in the layout, indices dropped and copies added, names as in the netlist <==
| name | cells |
|---|---|
| memory | 128 |
| dout_a | 8 |
| dout_b | 8 |
==> routing by layer <==
metal / wire, um / up-vias
li1: - / 2075
met1: 9020 / 2473
met2: 10100 / 376
met3: 3690 / 25
met4: 330 / 0
met5: 0 / -
==> worst max-delay path by stage <==
stage	from	to	slack [ns]	cells after the start
finish	we_a	memory[3][0]$_DFFE_PP_	1.66	5
global route	we_a	memory[1][1]$_DFFE_PP_	1.59	5
CTS	we_a	memory[3][0]$_DFFE_PP_	1.68	5
==> where the power goes <==
part	internal, mW	switching (mW)
registers	1.60	0.0271
clock network	1.03	0.579
logic	0.221	0.226
==> worst max-delay path: cells and delay by family <==
family	cells	cell delay, ns
buf+inv	2	0.87
mux	1	0.33
simple gates	2	0.76
==> cell usage in the layout, fill, tap and decap left out, drive strengths merged, types with 6 or more instances in the layout <==
cell type / n
dfxtp: 16
clkdlybuf4s50: 38
nand2b: 7
nor2: 12
a22oi: 32
clkinv: 6
edfxtp: 128
o22ai: 9
clkbuf: 18
nand2: 19
o21ai: 6
buf: 28
mux4: 64
mux2: 128
==> kinds of logic (layout without fill, tap and decap cells) <==
| group | after synthesis | in the layout | share of synthesized area |
|---|---|---|---|
| AOI/OAI and AO/OA | 48 | 48 | 0.0420 |
| DFF | 144 | 144 | 0.524 |
| and+or+nand+nor | 56 | 56 | 0.0436 |
| muxes | 192 | 192 | 0.363 |
| buffers and inverters | 48 | 98 | 0.0276 |
==> metrics by stage <==
stage                     setup slack, ns  utilization  instances  area (um2)  hold slack, ns
after floorplan                      1.52            -        488        7950           0.655
after global placement               1.23        0.336        841        8730           0.706
after detailed placement             1.24        0.336        841        8730           0.718
after CTS                            1.68        0.361        873        9370           0.734
after global routing                 1.59        0.361        873        9370           0.761
final                                1.66        0.361        873        9370           0.730
==> layout make-up <==
class / count / area [um2] / area share
clock inverters: 14 / 214 / 0.0228
well taps: 335 / 419 / 0.0447
multi-input cells: 296 / 3560 / 0.380
repair buffers: 66 / 581 / 0.0620
flip-flops and latches: 144 / 4160 / 0.444
clock buffers: 18 / 429 / 0.0458
Power and IR drop assume default switching activity.
