==> /design/flow/design.v <==
`timescale 1ns / 1ps
module fifo_buffer #(
    parameter WIDTH = 8,
    parameter DEPTH = 16
)(
    input wire clk,
    input wire reset,
    input wire write_en,
    input wire read_en,
    input wire [WIDTH-1:0] data_in,
    output reg [WIDTH-1:0] data_out,
    output wire empty,
    output wire full
);
    reg [WIDTH-1:0] fifo_mem [0:DEPTH-1];
    reg [$clog2(DEPTH):0] write_ptr;  
    reg [$clog2(DEPTH):0] read_ptr;   
    assign empty = (write_ptr == read_ptr);
    assign full = (write_ptr[$clog2(DEPTH)] != read_ptr[$clog2(DEPTH)]) && 
                  (write_ptr[$clog2(DEPTH)-1:0] == read_ptr[$clog2(DEPTH)-1:0]);
    always @(posedge clk or posedge reset) begin
        if (reset) begin
            write_ptr <= 0;
        end else if (write_en && !full) begin
            fifo_mem[write_ptr[$clog2(DEPTH)-1:0]] <= data_in;
            write_ptr <= write_ptr + 1;
        end
    end
    always @(posedge clk or posedge reset) begin
        if (reset) begin
            read_ptr <= 0;
            data_out <= 0;
        end else if (read_en && !empty) begin
            data_out <= fifo_mem[read_ptr[$clog2(DEPTH)-1:0]];
            read_ptr <= read_ptr + 1;
        end
    end
endmodule
==> /design/flow/run.sh <==
#!/bin/bash
# OpenROAD 26Q1-2900-gdf79404cd8, Yosys 0.63+post, stock flow scripts
make -C /OpenROAD-flow-scripts/flow DESIGN_CONFIG=/design/flow/config.mk WORK_HOME=/design/flow/orfs finish
==> /design/flow/config.mk <==
export PLATFORM = sky130hd
export DESIGN_NAME = fifo_buffer
export DESIGN_NICKNAME = fifo_buffer
export VERILOG_FILES = /design/flow/design.v
export SDC_FILE = /design/flow/constraint.sdc
export NUM_CORES = 4
export LEC_CHECK = 1
export CORE_UTILIZATION = 30
==> /design/flow/constraint.sdc <==
current_design fifo_buffer

set clk_period 3.2
set clk_io_pct 0.2

create_clock -name clk0 -period $clk_period [get_ports {clk}]

set non_clock_inputs [all_inputs -no_clocks]
set_input_delay [expr $clk_period * $clk_io_pct] -clock clk0 $non_clock_inputs
set_output_delay [expr $clk_period * $clk_io_pct] -clock clk0 [all_outputs]
==> notes.md <==
run metrics: status finished, final reports clean, most used standard cells in the synthesized netlist sky130_fd_sc_hd__edfxtp_1 (128), sky130_fd_sc_hd__nor2_1 (22), sky130_fd_sc_hd__nand2_1 (19), chain of cells forming the critical path ha_1 -> nor3_1 -> nand2_1 -> buf_4 -> o221ai_1 -> a2111oi_0 -> o31ai_1, share of synthesized area occupied by flip-flops and latches 72.4%, H-tree depth 4, Final HPWL DP 9140 um, synthesized instance count 385, Arrival @ worst endpoint 3.18 ns, OpenROAD warning count 31, maximum clock path buffer count 2, final tally of max-slew violations 0, synthesis warning total 2, dominant cell by count in the synthesized netlist sky130_fd_sc_hd__edfxtp_1, CP max FO 18, TritonCTS clock tree done, setup TNS 0 ns, total number of clock tree sinks 146, standard-cell rows 51, slowest CP cell sky130_fd_sc_hd__a2111oi_0, area of the placeable core 19400 um^2, Pre-Place Util 30.6%, number of port buffers 21, area growth from synthesis to final layout 22.3%, weighted congestion reported at the end of routability-driven placement 0.908, leading post-synthesis cells by cell area sky130_fd_sc_hd__edfxtp_1 (65%), sky130_fd_sc_hd__dfrtp_1 (7.6%), sky130_fd_sc_hd__a22oi_1 (2.2%), sky130_fd_sc_hd__nor4b_1 (1.8%), sky130_fd_sc_hd__ha_1 (1.7%), DR iter-0 viols 382, antenna violations before repair 0, Hold/Removal Path Class flop to flop, fraction of final layout cells sized beyond drive strength 1 18.0%, die height 143 um, Max rail drop VDD 0.343 mV, Cell Type Count 46, power per unit of standard cell area 921 nW/um^2, number of buffers created by CTS 17, most used flip-flop cell sky130_fd_sc_hd__edfxtp_1, Critical Setup Path Class flop to flop, vias per std cell 5.03, origin of the worst setup path read_ptr[0]$_DFFE_PP0P_, RSZ-0062 raised after global routing no, fmax 344 MHz, x dimension of the die 143 um, synthesized area per cell 15.4 um^2, total die area 20300 um^2, endpoint of the most critical setup path data_out[4]$_DFFE_PP0P_, Final Critical Period 2.91 ns, residual overflow from global routing 0, Filler Cell Count 1799, Synth Cell Area 5930 um^2, insertion delay to the later sink of the worst-skew pair 0.42 ns, total routed wirelength 13800 um, via count of the first global-routing pass 3590, max cap viols 0, cell taking the most area after synthesis sky130_fd_sc_hd__edfxtp_1, number of buffers added to fix hold violations after cts 0, first-pass iteration count of the detailed router 8, number of primary I/O pins 22, number of flip-flops and latches in the synthesized netlist 146, capturing point of the worst reg2reg path data_out[4]$_DFFE_PP0P_, endpoint required time on the critical path 3.47 ns, delay of the slowest cell on the worst path 0.73 ns, number of setup buffers added after CTS 0, post-route total power 6.69 mW, final hold vios 0, pin count of the biggest net entering global routing 34, total routing usage reported by global routing 15.0%, library cell used as clock root buffer sky130_fd_sc_hd__clkbuf_16, Slew headroom 40.2%, share of the synthesized area in the top cell type 64.8%, DRC violations left 0, post-CTS resize count 0, ratio of final minimum period to clock period 90.8%, sort of element at the end of the critical path flop, total cells reported by yosys after synthesis 385, count of nets left with antenna violations after detail routing 0, transition time of the tightest slew-check pin 0.875 ns, reported leakage power 2.42 nW, worst setup skew after layout 0.00746 ns, number of inserted diodes 0, crit path launch type flop, number of enable flip-flop cells 128, proportion of synthesized flip-flops having asynchronous set or reset 12.3%, register-to-register path setup slack 0.29 ns, number of cells traversed by the worst register-to-register path 7, Routed WL per cell 19.6 um, global-route wire length before repair 21300 um, critical register-to-register path startpoint read_ptr[0]$_DFFE_PP0P_, clock-pin slew on the worst setup and hold paths 0.06 ns, vias post-DR 3545, chip area line of the yosys report 5930 um^2, final setup violating endpoints 0
registers in the layout (all words and copies together) (netlist names):
register   flops
data_out       8
read_ptr       5
fifo_mem     128
write_ptr      5
final cells by class:
cell class              instances  area, um^2  share of cell area (%)
clock buffers                  21         440                    6.07
clock inverters                11         185                    2.55
inverters                       9        33.8                   0.465
multi-input cells             203        1550                    21.3
flip-flops and latches        146        4290                    59.1
well taps                     265         332                    4.57
repair buffers                 50         428                    5.89
power by group:
part           switching, mW  internal (mW)  total [mW]  leakage (nW)
clock network          0.717           1.38        2.09         0.302
registers              0.152           2.29        2.44          1.37
logic                   1.29          0.871        2.16         0.755
per-stage QoR:
step	cells	setup slack [ns]	area [um^2]	util, %	hold slack, ns
5_1_grt	705	0.0454	7260	37.4	0.515
3_5_place_dp	673	0.503	6640	34.2	0.471
2_1_floorplan	385	0.761	5930	-	0.424
6_report	705	0.293	7260	37.4	0.478
3_3_place_gp	673	0.540	6640	34.2	0.460
4_1_cts	705	0.434	7260	37.4	0.484
layout by cell type, fill, tap and decap left out, drive strengths merged, types with 6 or more instances in the layout:
cell type / count
nor4: 7
xnor2: 8
nand3: 7
a221oi: 7
inv: 9
edfxtp: 128
a21oi: 6
xor2: 6
a22oi: 17
o21ai: 10
mux2i: 9
dfrtp: 18
clkbuf: 21
a222oi: 7
nand2: 19
a22o: 7
nor2: 22
buf: 29
o31ai: 6
clkdlybuf4s50: 21
nor4b: 12
ha: 8
kinds of logic (layout without fill, tap and decap cells):
family          Yosys count  in the layout  share of synthesized area [%]
xor+xnor                 14             14                           2.07
simple gates             83             83                           7.38
flops                   146            146                           72.4
mux                      14             14                           2.47
buf+inv                  36             91                           3.10
compound gates           84             84                           10.9
fa+ha+maj                 8              8                           1.69
worst min path at each step:
| stage | startpoint | to | slack (ns) | depth (start not counted) |
|---|---|---|---|---|
| after CTS | data_out[4]$_DFFE_PP0P_ | data_out[4]$_DFFE_PP0P_ | 0.48 | 2 |
| after global routing | data_out[2]$_DFFE_PP0P_ | data_out[2]$_DFFE_PP0P_ | 0.51 | 2 |
| final | data_out[4]$_DFFE_PP0P_ | data_out[4]$_DFFE_PP0P_ | 0.48 | 2 |
worst max-delay path, delay by kind of cell (launching register included):
kind	cells	cell delay, ns
buf+inv	1	0.21
fa+ha+maj	1	0.70
compound gates	3	1.05
flops	1	0.43
simple gates	2	0.37
routing by layer:
| metal | share of wire (%) | wire length, um | GRT usage, % |
|---|---|---|---|
| met5 | 0 | 0 | 0 |
| met4 | 1.4 | 194 | 1.98 |
| met3 | 11 | 1550 | 8.09 |
| met2 | 46 | 6390 | 23.1 |
| met1 | 41 | 5660 | 20.0 |
Power and IR drop assume default switching activity.
