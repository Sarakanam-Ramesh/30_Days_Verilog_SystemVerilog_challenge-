### /design/flow/config.mk
export PLATFORM = sky130hd
export DESIGN_NAME = queue_fifo
export DESIGN_NICKNAME = queue_fifo
export VERILOG_FILES = /design/flow/design.v
export SDC_FILE = /design/flow/constraint.sdc
export NUM_CORES = 4
export LEC_CHECK = 1
export CORE_UTILIZATION = 30
### /design/flow/constraint.sdc
current_design queue_fifo

set clk_period 5.6
set clk_io_pct 0.2

create_clock -name clk0 -period $clk_period [get_ports {clk}]

set non_clock_inputs [all_inputs -no_clocks]
set_input_delay [expr $clk_period * $clk_io_pct] -clock clk0 $non_clock_inputs
set_output_delay [expr $clk_period * $clk_io_pct] -clock clk0 [all_outputs]
### /design/flow/design.v
`timescale 1ns / 1ps
module queue_fifo #(
    parameter WIDTH = 8,
    parameter DEPTH = 16   
)(
    input  logic clk,
    input  logic reset,
    input  logic push,
    input  logic pop,
    input  logic [WIDTH-1:0] data_in,
    output logic [WIDTH-1:0] data_out,
    output logic empty,
    output logic full,
    output logic [$clog2(DEPTH):0] count   
);
    logic [WIDTH-1:0] fifo_mem [0:DEPTH-1];
    logic [$clog2(DEPTH):0] write_ptr;   
    logic [$clog2(DEPTH):0] read_ptr;    
    assign empty = (read_ptr == write_ptr);
    assign full = (write_ptr[$clog2(DEPTH)] != read_ptr[$clog2(DEPTH)]) && 
                  (write_ptr[$clog2(DEPTH)-1:0] == read_ptr[$clog2(DEPTH)-1:0]);
    assign count = write_ptr - read_ptr;
    always_ff @(posedge clk or posedge reset) begin
        if (reset) begin
            write_ptr <= '0;
        end else if (push && !full) begin
            fifo_mem[write_ptr[$clog2(DEPTH)-1:0]] <= data_in;
            write_ptr <= write_ptr + 1'b1;
        end
    end
    always_ff @(posedge clk or posedge reset) begin
        if (reset) begin
            read_ptr <= '0;
            data_out <= '0;
        end else if (pop && !empty) begin
            data_out <= fifo_mem[read_ptr[$clog2(DEPTH)-1:0]];
            read_ptr <= read_ptr + 1'b1;
        end
    end
endmodule
### /design/flow/run.sh
#!/bin/bash
# OpenROAD 26Q1-2900-gdf79404cd8, Yosys 0.63+post, stock flow scripts
make -C /OpenROAD-flow-scripts/flow DESIGN_CONFIG=/design/flow/config.mk WORK_HOME=/design/flow/orfs finish
==> job_summary.md <==
### Metrics collected by this job

| Metric | Value |
|---|---|
| Status | completed |
| YS chip area | 5926 µm² |
| Total number of vias | roughly 3500 |
| Setup tns final | 0 ps |
| Asr flop ratio synth | 12.33% |
| Grt ovf | 0 |
| Syn Area/Cell | 15.16 µm² |
| Power per cell area | 540.5 nW/µm² |
| FMAX | 0.2691 GHz |
| Ratio of final minimum period to clock period | approximately 66% |
| Placed cell count | 670 |
| Yosys cell count | 391 |
| Share of post-route cells with drive strength above 1 | 10.07% |
| CP required | 4480 ps |
| Area of the core | 19400 µm² |
| Commonest flop | edfxtp_1 |
| Maximum VDD drop | 196.5 µV |
| Netlist Area Pre-Place | 5926 µm² |
| Worst Tran Pin Value | 865.0 ps |
| Setup violators final | 0 |
| CTS resizes | 0 |
| Worst-path maximum fanout | 37 |
| Latency at later pin | 410 ps |
| Post-Synthesis Cells | 391 |
| Met3 global-route usage | 9.493% |
| CTS root buf | clkbuf_16 |
| # H-tree levels | 4 |
| CTS tree | built |
| Met2 usage | between 20% and 30% |
| Worst Skew | 10.26 ps |
| GRT met1 Usage | 18.36% |
| Total wire length | between 10000 and 15000 µm |
| RSZ-0062 raised after global routing | no |
| Post-CTS Setup Bufs | 0 |
| Vias in the first global route | 3797 |
| Initial antenna violation count | 0 |
| Max Slew Vio Count | 0 |
| Warning count from the yosys run | 2 |
| Ports | 27 |
| Port buffer count | 26 |
| Max-slew headroom at the worst pin | 42.33% |
| Total Power | 0.003819 W |
| Crit path kind | register to output port |
| Max_cap viols | 0 |
| Die W | 142.5 µm |
| DR WL/cell | approximately 19 µm |
| Detailed Routing Iterations Pass 1 | 21 |
| Worst hold path type | register to register |
| Hold_buf cts | 0 |
| CP endpoint kind | output port |
| Largest net degree at the start of global routing | 38 |
| Post-synth regs | about 150 |
| Number of enable flip-flop cells | 128 |
| Max Root-Sink Buffers | 2 |
| Worst-path clk slew | 60 ps |
| Fin cells | 702 |
| Routed vias/inst | 4.991 |
| DRC | 0 |
| Die Span Y | 142.5 µm |
| Synth cell types | 42 |
| Hpwl dp | 8942 µm |
| Grt peak-use layer | met2 |
| Fill cell count | 1813 |
| Tool warning count | 31 |
| Init Core Util | a little under a third |
| Layout Utilization | 36.43% |
| Seq/Total Area, Yosys | 72.47% |
| Initial drt markers | 234 |
| P_leak | 2.326 nW |
| Die area | between 20000 and 25000 µm² |
| GR Util All Layers | 14.86% |
| Antenna diode count | 0 |
| Placer Congestion | 0.8894 |
| Antenna viol nets, final | 0 |
| Tmin final | 3716 ps |
| Area delta synth->final | 19.26% |
| CTS Buf Count | 17 |
| First-pass GRT wire length | 20960 µm |
| Critical path launch point type | register |
| Cell row count | around 50 |
| Hold Fails Final Rpt | 0 |
| Sink Count | approximately 150 |
| Worst EP arrival | roughly 2600 ps |
-- cells in the mapped netlist (all sizes together) (3+ instances only) --
| cell type | number | area [µm²] |
|---|---|---|
| inv | 9 | 33.78 |
| clkbuf | 3 | 11.26 |
| a221oi | 14 | 122.6 |
| nor2b | 5 | 31.28 |
| o22ai | 5 | 31.28 |
| a32oi | 5 | 43.79 |
| or3 | 7 | 48.80 |
| a21oi | 20 | 100.1 |
| nor3 | 4 | 20.02 |
| nand2 | 25 | 93.84 |
| a22oi | 18 | 135.1 |
| mux2i | 5 | 50.05 |
| xnor2 | 11 | 96.34 |
| dfrtp | 18 | 450.4 |
| nor2 | 17 | 63.81 |
| a22o | 13 | 113.9 |
| o21ai | 19 | 95.09 |
| nand4 | 8 | 50.05 |
| nand2b | 3 | 26.27 |
| buf | 18 | 110.1 |
| a211oi | 7 | 57.55 |
| edfxtp | 128 | 3844 |
| ha | 12 | 150.1 |
-- per-layer routing --
layer	share of wire [%]	up-vias
met5	0.33	-
met4	1.5	2
met3	12	14
met2	47	160
met1	39	1714
li1	-	1614
-- layout by cell type, fill, tap and decap left out, types with 6 or more instances in the layout --
| cell | netlist | layout |
|---|---|---|
| nand2_1 | 25 | 25 |
| clkdlybuf4s50_1 | 0 | 26 |
| o21ai_0 | 11 | 11 |
| edfxtp_1 | 128 | 128 |
| clkbuf_16 | 0 | 17 |
| a221oi_1 | 14 | 14 |
| nor2_1 | 17 | 17 |
| a22oi_1 | 18 | 18 |
| or3_1 | 6 | 6 |
| a21oi_1 | 20 | 20 |
| inv_1 | 9 | 9 |
| o21ai_1 | 8 | 8 |
| buf_4 | 1 | 9 |
| ha_1 | 12 | 12 |
| nand4_1 | 8 | 8 |
| xnor2_1 | 11 | 11 |
| a211oi_1 | 6 | 6 |
| a22o_1 | 13 | 13 |
| dfrtp_1 | 18 | 18 |
-- sequential cells by signal (all words and copies together) (netlist names) --
| register | count |
|---|---|
| write_ptr | 5 |
| read_ptr | 5 |
| data_out | 8 |
| fifo_mem | 128 |
-- power breakdown --
part           leakage, nW  internal [W]  total (W)  switching (W)
Clock                0.285      0.000703    0.00114       0.000434
Combinational        0.678      0.000552    0.00128       0.000732
Sequential            1.36       0.00130    0.00140      0.0000945
-- cells by family after synthesis --
group | count (synthesis) | share of synthesized area [%]
AND-OR/OR-AND | 111 | 13.18
flip-flops | 146 | 72.47
multiplexers | 6 | 1.035
adder cells (fa/ha/maj) | 13 | 2.872
XOR/XNOR | 13 | 1.921
AND/OR/NAND/NOR | 72 | 5.912
buffers and inverters | 30 | 2.618
-- final timing paths --
path,end,cells after the start,slack (ps),startpoint
setup / recovery,full,6,1880,read_ptr[3]$_DFFE_PP0P_
hold / removal,data_out[2]$_DFFE_PP0P_,2,500,data_out[2]$_DFFE_PP0P_
setup reg to reg,fifo_mem[8][1]$_DFFE_PP_,8,2370,read_ptr[3]$_DFFE_PP0P_
hold reg to reg,data_out[2]$_DFFE_PP0P_,2,500,data_out[2]$_DFFE_PP0P_
max in group asynchronous,read_ptr[4]$_DFFE_PP0P_,2,3930,reset
min in group asynchronous,data_out[6]$_DFFE_PP0P_,2,1210,reset
-- critical path, stage by stage, from the launching register on --
cell	delay, ps
dfrtp_1	320
buf_4	370
inv_1	240
ha_1	390
nand4_1	210
nor2_1	180
clkdlybuf4s50_1	470
-- layout make-up --
type	instances	area [µm²]	share of cell area [%]
repair buffers	35	327.8	4.639
multi-input cells	215	1476	20.89
well taps	265	331.6	4.692
clock buffers	17	425.4	6.020
inverters	9	33.78	0.4780
flip-flops and latches	146	4294	60.76
clock inverters	15	177.7	2.514
-- stage by stage --
stage                     cell area (µm²)  hold slack (ps)  setup slack, ps
after floorplan                      5926            424.1             2978
after global placement               6464            482.0             2379
after detailed placement             6464            498.4             2340
after CTS                            7067            511.7             1892
after global routing                 7067            530.4             1710
final                                7067            502.0             1884
Power and IR drop assume default switching activity.
