--- /design/flow/run.sh ---
#!/bin/bash
# OpenROAD 26Q1-2900-gdf79404cd8, Yosys 0.63+post, stock flow scripts
make -C /OpenROAD-flow-scripts/flow DESIGN_CONFIG=/design/flow/config.mk WORK_HOME=/design/flow/orfs finish
--- /design/flow/config.mk ---
export PLATFORM = sky130hd
export DESIGN_NAME = dynamic_array_sorter
export DESIGN_NICKNAME = dynamic_array_sorter
export VERILOG_FILES = /design/flow/design.v
export SDC_FILE = /design/flow/constraint.sdc
export NUM_CORES = 4
export LEC_CHECK = 1
export CORE_UTILIZATION = 40
--- /design/flow/constraint.sdc ---
current_design dynamic_array_sorter

set clk_period 30.0
set clk_io_pct 0.2

create_clock -name clk0 -period $clk_period [get_ports {clk}]

set non_clock_inputs [all_inputs -no_clocks]
set_input_delay [expr $clk_period * $clk_io_pct] -clock clk0 $non_clock_inputs
set_output_delay [expr $clk_period * $clk_io_pct] -clock clk0 [all_outputs]
--- /design/flow/design.v ---
`timescale 1ns / 1ps
module dynamic_array_sorter #(
    parameter DATA_WIDTH = 32,
    parameter MAX_ARRAY_SIZE = 16   
)(
    input  logic clk,
    input  logic reset,
    input  logic add_element,
    input  logic sort_array,
    input  logic clear_array,
    input  logic [DATA_WIDTH-1:0] data_in,
    output logic [DATA_WIDTH-1:0] sorted_data_out,
    output logic valid_out,
    output logic [$clog2(MAX_ARRAY_SIZE+1)-1:0] array_size
);
    logic [DATA_WIDTH-1:0] data_array [0:MAX_ARRAY_SIZE-1];
    typedef enum logic [1:0] {
        IDLE = 2'b00,
        SORTING = 2'b01,
        OUTPUT_DATA = 2'b10
    } state_t;
    state_t current_state;
    logic [$clog2(MAX_ARRAY_SIZE)-1:0] output_idx;
    logic [$clog2(MAX_ARRAY_SIZE)-1:0] sort_i, sort_j;
    logic sorting_active;
    always_ff @(posedge clk or posedge reset) begin
        if (reset) begin
            current_state <= IDLE;
            array_size <= '0;
            output_idx <= '0;
            valid_out <= 1'b0;
            sorted_data_out <= '0;
            sorting_active <= 1'b0;
            sort_i <= '0;
            sort_j <= '0;
            for (int i = 0; i < MAX_ARRAY_SIZE; i++) begin
                data_array[i] <= '0;
            end
        end
        else begin
            case (current_state)
                IDLE: begin
                    valid_out <= 1'b0;
                    if (add_element && array_size < MAX_ARRAY_SIZE) begin
                        data_array[array_size] <= data_in;
                        array_size <= array_size + 1'b1;
                    end
                    if (clear_array) begin
                        array_size <= '0;
                    end
                    if (sort_array && array_size > 1) begin
                        current_state <= SORTING;
                        sorting_active <= 1'b1;
                        sort_i <= '0;
                        sort_j <= '0;
                    end
                end
                SORTING: begin
                    if (sorting_active) begin
                        if (sort_j < array_size - 1 - sort_i) begin
                            if (data_array[sort_j] > data_array[sort_j + 1]) begin
                                logic [DATA_WIDTH-1:0] temp;
                                temp = data_array[sort_j];
                                data_array[sort_j] = data_array[sort_j + 1];
                                data_array[sort_j + 1] = temp;
                            end
                            sort_j <= sort_j + 1'b1;
                        end else begin
                            sort_j <= '0;
                            sort_i <= sort_i + 1'b1;
                            if (sort_i >= array_size - 1) begin
                                sorting_active <= 1'b0;
                                current_state <= OUTPUT_DATA;
                                output_idx <= '0;
                            end
                        end
                    end
                end
                OUTPUT_DATA: begin
                    if (output_idx < array_size) begin
                        sorted_data_out <= data_array[output_idx];
                        valid_out <= 1'b1;
                        output_idx <= output_idx + 1'b1;
                    end else begin
                        valid_out <= 1'b0;
                        current_state <= IDLE;
                    end
                end
                default: current_state <= IDLE;
            endcase
        end
    end
endmodule
==> impl_metrics.json <==
{
  "rrSetupSlack_ns": 19.45,
  "place_area_um2": 48160,
  "antenna_left": 0,
  "slew_violations": 0,
  "fin_crit_sh_pct": 35.16,
  "dieWidth_um": 337.7,
  "wl_um": 333800,
  "fin_area_um2": 51010,
  "comb_area_um2": 28320,
  "ys_seq_share_pct": 31.42,
  "critPathMaxFanout": 41,
  "cts.clk_slew.worst_paths_ns": 0.06,
  "cap_violations": 0,
  "gp_congestion": 1.136,
  "yosysCellCount": 4826,
  "edf_count": 0,
  "async_flop_share_pct": 100.0,
  "ctsLongestPathBuffers": 3,
  "core_area_um2": 111100,
  "min-delay-start": "sorted_data_out[15]",
  "final_cell_mix": "dfrtp_1 (562), mux2_2 (454), buf_4 (358), o221ai_1 (339), a22oi_1 (321)",
  "synthCells": 4826,
  "areaGrowthSynthToFinish_pct": 13.15,
  "hold_buffers": 0,
  "dieArea_um2": 114000,
  "cts_buffers": 75,
  "period_needed_ns": 10.55,
  "cp.required_ns": 30.56,
  "status": "finished clean",
  "vias": 54840,
  "setup_viol": 0,
  "cts_sinks": 566,
  "ios": 75,
  "fp_util_pct": 40.57,
  "worstPathArrival_ns": 11.11,
  "post-cts-setup-buffers": 0,
  "grt_usage_pct": 59.86,
  "lay_top_count": "dfrtp_1",
  "drc": 0,
  "crit_type": "register to register",
  "maxSlewHeadroom_pct": 6.397,
  "rsz0062_at_grt": "false",
  "r2r_end": "data_array[7][15]",
  "r2r-start": "sort_j[0]",
  "worstHoldPathType": "register to register",
  "slowest_delay_ns": 0.99,
  "antenna_found_initial": 55,
  "critPathMostFrequentCell": "buf_4",
  "cts_tree": "done",
  "synth_flop_count": 566,
  "htreeDepth": 3,
  "whs_endpoint": "sorted_data_out[15]",
  "ys_area_um2": 45080,
  "log.warning_count": 37,
  "seq_area_um2": 14180,
  "hold_depth": 1,
  "port-buffer-count": 74,
  "slowest_stage": "or4_1",
  "startpoint_type": "register",
  "cp_cell_sequence": "buf_4, ha_4, buf_4, buf_4, buf_4, or3b_2, o22ai_1, or4_1, a211oi_1, o2111a_2, ha_1, nand4_1, or4_1, or3_1, nand3_2, buf_4, and3_2, buf_4, mux2_2",
  "netlist_area_um2": 45080,
  "yosysWarnings": 2,
  "worstMarginPinSlew_ns": 1.399,
  "fp-row-count": 122,
  "wl_per_cell_um": 52.50,
  "fill_cells": 10610,
  "grt_pass1_wl_um": 447600,
  "insertion_delay_ns": 0.71,
  "grt-ovfl-total": 0,
  "tns_ns": 0,
  "die_y_um": 337.7,
  "drive_gt1_share_pct": 23.40,
  "yosysUniqueCellTypes": 106,
  "synth-main-ff-cell": "dfrtp_1",
  "grt_pass1_vias": 50490,
  "worst_clock_skew_ns": 0.03540,
  "drtPass1Iterations": 13,
  "cts_root_buf": "clkbuf_16",
  "viasPerCell": 8.626,
  "end_kind": "register",
  "drtIter0Drc": 9739,
  "finalHoldViolCount": 0,
  "fmax_mhz": 94.80,
  "dp_hpwl_um": 213000,
  "r2r_cells": 19,
  "cts_resized": 0,
  "grt_max_degree": 92,
  "avgSynthCellArea_um2": 9.341
}
-- through the flow --
step / cells / hold slack, ns / util, % / worst slack, ns
floorplan: 4826 / 0.4226 / - / 8.171
global placement: 6145 / 0.4597 / 43.34 / 19.66
detailed placement: 6145 / 0.4652 / 43.34 / 19.61
CTS: 6279 / 0.4774 / 45.72 / 20.30
global route: 6311 / 0.4923 / 45.80 / 19.88
finish: 6358 / 0.4736 / 45.90 / 19.45
-- state kept, by name (all words and copies together) (netlist names) --
| signal | flops |
|---|---|
| sort_i | 4 |
| valid_out | 1 |
| sorting_active | 1 |
| data_array | 512 |
| output_idx | 4 |
| array_size | 5 |
| current_state | 3 |
| sort_j | 4 |
| sorted_data_out | 32 |
-- cell type report --
class                      count  share of cell area [%]
multi-input combinational   3574                   55.52
sequential                   566                   27.79
timing repair buffer         435                   6.839
clock buffer                  97                   4.204
tap                         1488                   3.650
clock inverter                37                  0.9836
inverter                      82                  0.6230
antenna                       79                  0.3876
-- critical path, delay by kind of cell, from the launching register on --
kind                     cells  cell delay [ns]
AND/OR/NAND/NOR              7             4.56
buffers and inverters        6             3.12
AND-OR/OR-AND                3             1.00
adder cells (fa/ha/maj)      2             0.73
multiplexers                 1             0.39
flip-flops                   1             0.32
-- synthesized netlist by cell type (39+ instances only) --
master | instances | share of area (%)
mux2_2 | 454 | 11
ha_1 | 64 | 1.8
a221o_1 | 85 | 1.9
nor2_1 | 105 | 0.87
a222oi_1 | 72 | 1.6
clkbuf_1 | 348 | 2.9
nand2_1 | 260 | 2.2
a31oi_1 | 121 | 1.7
a22oi_1 | 321 | 5.3
buf_2 | 144 | 1.6
a22o_1 | 115 | 2.2
mux2i_1 | 131 | 2.9
o22ai_1 | 40 | 0.56
a211oi_1 | 58 | 0.97
and3_1 | 54 | 0.75
a221oi_1 | 131 | 2.5
o211ai_1 | 39 | 0.65
nand4_1 | 88 | 1.2
o221ai_1 | 339 | 6.6
a21o_1 | 39 | 0.65
dfrtp_1 | 565 | 31
o21ai_0 | 173 | 1.9
nor3_1 | 49 | 0.54
a21oi_1 | 246 | 2.7
buf_1 | 45 | 0.37
nand3_1 | 99 | 1.1
inv_1 | 82 | 0.68
-- kinds of logic after synthesis --
| logic type | count (synthesis) | share of synthesized area [%] |
|---|---|---|
| AND-OR/OR-AND | 2021 | 34.54 |
| XOR/XNOR | 5 | 0.09714 |
| adder cells (fa/ha/maj) | 65 | 1.821 |
| buffers and inverters | 686 | 6.919 |
| flip-flops | 566 | 31.42 |
| multiplexers | 596 | 14.64 |
| AND/OR/NAND/NOR | 887 | 10.56 |
-- metal layers --
metal	global-route usage, %	share of wire (%)	routed length (um)
met3	48.12	20	65330
met4	49.08	11	37680
met1	66.91	33	109500
met2	70.44	36	119500
met5	15.96	0.54	1791
-- worst max path at each step --
stage                        from                end  slack [ns]  cells after the start
after CTS             add_element   data_array[6][8]       20.30                      9
after global routing    sort_j[0]  data_array[7][15]       19.88                     19
final                   sort_j[0]  data_array[7][15]       19.45                     19
